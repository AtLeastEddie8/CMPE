File: /design/flow/design.v
`timescale 1ns / 1ps
module debounce(
						input pb_1,
						input clk,
						output pb_out);
	wire slow_clk;
	wire Q1,Q2,Q2_bar;
	clock_div u1(clk,slow_clk);
	my_dff d1(slow_clk, pb_1,Q1 );
	my_dff d2(slow_clk, Q1,Q2 );
	assign Q2_bar = ~Q2;
	assign pb_out = Q1 & Q2_bar;
endmodule
module clock_div(
						input Clk_100M, 
						output reg slow_clk
						);
    reg [26:0] counter = 0;
    always @(posedge Clk_100M)
    begin
        counter <= (counter>=249999)?0:counter+1;
        slow_clk <= (counter < 125000)?1'b0:1'b1;
    end
endmodule
module my_dff(input DFF_CLOCK, D, output reg Q);
    always @ (posedge DFF_CLOCK) begin
        Q <= D;
    end
endmodule 
`timescale 1ns / 1ps
module position(
    input clk,
    input dUpp, 
    input dLef, 
    input dRig, 
    output reg [7:0]LED
    );
    localparam reset_val = 8'b00000001;  
    localparam max_left = 8'b10000000;  
    localparam max_right = 8'b00000001;  
    always@ (posedge clk or posedge dUpp) 
    begin
        if(dUpp) 
            LED <= reset_val;
        else begin
            if(dLef) 
                if(LED < max_left)
                    LED <= (LED*2);
            if(dRig) 
                if(LED > max_right)
                    LED <= (LED/2);
            else 
                LED <= LED;
        end
    end
endmodule
`timescale 1ns / 1ps
module top(
    input clk,
    input BTNU, 
    input BTNL,
    input BTNR,
    output wire [7:0]LED
    );
    wire dUp;
    wire dLe;
    wire dRi;
    debounce wrapperUp(
    .pb_1(BTNU),
    .clk(clk),
    .pb_out(dUp)
    );
    debounce wrapperLe(
    .pb_1(BTNL),
    .clk(clk),
    .pb_out(dLe)
    );
    debounce wrapperRi(
    .pb_1(BTNR),
    .clk(clk),
    .pb_out(dRi)
    );
    position wrapper (
    .clk(clk),
    .dUpp(dUp),
    .dLef(dLe),
    .dRig(dRi),
    .LED(LED)
    );
endmodule
File: /design/flow/run.sh
#!/bin/bash
# OpenROAD 26Q1-2900-gdf79404cd8, Yosys 0.63+post, stock flow scripts
make -C /OpenROAD-flow-scripts/flow DESIGN_CONFIG=/design/flow/config.mk WORK_HOME=/design/flow/orfs finish
File: /design/flow/config.mk
export PLATFORM = sky130hd
export DESIGN_NAME = top
export DESIGN_NICKNAME = top
export VERILOG_FILES = /design/flow/design.v
export SDC_FILE = /design/flow/constraint.sdc
export NUM_CORES = 4
export LEC_CHECK = 1
export CORE_UTILIZATION = 50
File: /design/flow/constraint.sdc
current_design top

set clk_period 2.6
set clk_io_pct 0.2

create_clock -name clk0 -period $clk_period [get_ports {clk}]

set non_clock_inputs [all_inputs -no_clocks]
set_input_delay [expr $clk_period * $clk_io_pct] -clock clk0 $non_clock_inputs
set_output_delay [expr $clk_period * $clk_io_pct] -clock clk0 [all_outputs]
==> GITHUB_STEP_SUMMARY <==
### Flow metrics

| Metric | Value |
|---|---|
| Simple-gate area share of the yosys netlist | `22.54%` |
| WL final | `a little over 6000 um` |
| Layout cells sized above 1 | `around 7.6%` |
| Finished Layout Cells | `532` |
| Final Max-Slew Violation Tally | `0` |
| Ys flops | `between 90 and 100` |
| GRT Max-Usage Layer | `met2` |
| Gpl congestion | `roughly 0.8` |
| Ao+oa area frac | `approximately 11%` |
| Placed Area | `between 4000 and 5000 um^2` |
| Crit path largest cell delay | `around 630 ps` |
| Skew-Pair Late Insertion Delay | `around 360 ps` |
| Setup Buffers After CTS | `0` |
| Distinct cells, synth | `approximately 50` |
| WP buf/inv | `0` |
| CTS max path bufs | `2` |
| Cts bufs inserted | `9` |
| Max VDD drop | `approximately 0.36 mV` |
| Inserted Diodes | `0` |
| RSZ-0062 raised after global routing | `false` |
| Setup TNS | `0 ps` |
| Largest net degree at the start of global routing | `20` |
| Reg power frac | `60.6%` |
| Final cycle utilization of the critical path | `roughly three quarters` |
| Post-synthesis sequential area ratio | `approximately 53%` |
| Iteration-0 DRC count of the detailed router | `roughly 90` |
| H-tree depth | `3` |
| Adder share | `less than 1%` |
| Dpl cells | `between 500 and 600` |
| HPWL after detailed placement | `4225 um` |
| Register pins left without a clock | `6` |
| Worst clock skew | `6.909 ps` |
| Arr. time, crit path | `2210 ps` |
| # Cells Yosys | `390` |
| DRC | `0` |
| Mux area share | `under 10%` |
| CP Cell Sequence | `nand4_2, or4_1, or3_1, a22oi_1` |
| Commonest flop | `dfxtp_1` |
| EDFF count, synth | `0` |
| Dominant comb cell | `simple AND/OR/NAND/NOR gates` |
| Min Tclk post-route | `around 1900 ps` |
| Pwr Total | `between 2000 and 2500 uW` |
| DIE HEIGHT | `approximately 89 um` |
| First-pass DRT Iterations | `4` |
| Slew HR | `between 40 and 50%` |
| XOR/XNOR Area Share | `8.511%` |
| Endpoints left unconstrained | `6` |
| Hold Buf Count CTS | `0` |
| Worst-Margin Slew | `around 860 ps` |
| Fin area | `approximately 4300 um^2` |
| Clk network pwr share | `38.8%` |
| Crit Path Category | `register to register` |
| Via count | `2678` |
| Worst hold path type | `register to register` |
| Tool warnings | `25` |
| CP Capture Type | `register` |
| I/O Pins | `12` |
| Area leader share | `a little under half` |
| Flop2flop setup slack | `660 ps` |
| Layout area overhead | `13.14%` |
| Post-Syn Area | `3807 um^2` |
| Initial core utilization | `a little over half` |
| Comb pwr share | `less than 1%` |
| Worst endpoint required time | `about 2900 ps` |
| Biggest area cells | `dfxtp_1 47%, dfrtp_1 4.6%, xnor2_1 4.6%` |
| Core ar. | `7292 um^2` |
| Reg clk slew, reported paths | `approximately 90 ps` |
| Vias in the first global route | `2324` |
| Final setup fails | `0` |
| DR WL/cell | `roughly 11 um` |
| Switching share of power | `23.32%` |
| Total gr overflow | `0` |
| Worst setup SP type | `register` |
| Avg Inst Size Synth | `~10 um^2` |
| NetSw | `about 550 uW` |
| GR Util met2 | `a little over a quarter` |
| Ys Warns | `3` |
| ANT nets after route | `0` |
| Status | `finished, final reports clean` |
| Die area | `7967 um^2` |
| Antenna violations before repair | `0` |
| Gate Count Post-Synth | `between 300 and 400` |
| Int Pwr | `around 1800 uW` |
| Crit path max fanout | `8` |
| Port Buffers | `11` |
| GR Util met3 | `under 10%` |
| Family with the most delay on the worst path | `simple AND/OR/NAND/NOR gates` |
| Final Hold Viols | `0` |
| Clock root buffer | `clkbuf_8` |
| Slowest cell on crit path | `or4_1` |
| First-pass GRT wire length | `10320 um` |
| CTS tree | `done` |
| Met1 Usage GRT | `between 20% and 30%` |
| Yosys top cell by area | `dfxtp_1` |
| Max Fclk | `a little over 500 MHz` |
| Yosys top cell by instances | `dfxtp_1` |
| Post-cts sizing count | `0` |
| # fillers | `around 700` |
| Synth cell count leaders | `90 x dfxtp_1, 28 x nor2_1, 26 x nor3_1` |
| Max Cap Viol | `0` |
| GRT Overall Usage | `~17%` |
| Ys async rst share | `8.163%` |
| Pwr dens | `approximately 550 nW/um^2` |
| Lkg Pwr | `roughly 0.0015 uW` |
| Yosys synthesis chip area | `3807 um^2` |
| Vias per cell | `between 5 and 6` |
| # rows | `31` |
| Die X | `around 89 um` |
==> layer usage <==
metal	vias up	share of wire (%)
li1	1453	-
met1	1192	52
met2	24	44
met3	9	2.6
met4	0	1.7
met5	-	0
==> flip-flops by register name (all words and copies together), names as in the netlist <==
name,cells
wrapperLe.u1.counter,27
wrapperUp.d1.Q,1
wrapperUp.d2.Q,1
wrapperLe.d2.Q,1
wrapper.LED,8
wrapperLe.d1.Q,1
wrapperUp.u1.slow_clk,1
wrapperUp.u1.counter,27
wrapperRi.u1.slow_clk,1
wrapperRi.u1.counter,27
wrapperLe.u1.slow_clk,1
wrapperRi.d1.Q,1
wrapperRi.d2.Q,1
==> cells in the final DEF (no fill, tap or decap), drive strengths merged, types with 2 or more instances in the layout <==
cell            n
xnor2          20
nor3           26
buf             5
nor4            8
a211oi          4
nor3b           2
a21oi          20
nand2          19
nor2           28
o21ai          17
or3            13
clkinv          4
a22oi           4
dfxtp          90
xor2           17
or4b            2
and4            3
clkbuf          9
nand4          16
and3            4
inv            14
a31oi           3
nor2b           2
conb           27
clkdlybuf4s50  11
o31a            2
o31ai           5
nand3          21
ha              3
or4             8
mux2i           6
dfrtp           7
==> worst register-to-register path: cells and delay by family (launching register included) <==
| family | cells | cell delay [ps] |
|---|---|---|
| simple gates | 3 | 1240 |
| compound gates | 1 | 170 |
| flops | 1 | 460 |
==> worst paths after layout <==
kind                                              start                       end  cells past startpoint
worst max-delay path            wrapperLe.u1.counter[3]  wrapperLe.u1.counter[15]                      4
worst min-delay path            wrapperUp.u1.counter[0]   wrapperUp.u1.counter[0]                      1
worst min register to register  wrapperUp.u1.counter[0]   wrapperUp.u1.counter[0]                      1
worst max register to register  wrapperLe.u1.counter[3]  wrapperLe.u1.counter[15]                      4
==> through the flow <==
stage / setup WS, ps / hold WS, ps / utilization [%]
3_5_place_dp: 690.3 / 449.3 / 56.30
4_1_cts: 667.2 / 472.6 / 59.08
5_1_grt: 559.7 / 515.2 / 59.08
6_report: 662.0 / 465.9 / 59.08
3_3_place_gp: 709.1 / 437.9 / 56.30
2_1_floorplan: 710.4 / 426.1 / -
==> logic make-up (layout without fill, tap and decap cells) <==
group | Yosys count | in the layout
buf+inv | 26 | 43
other cells | 1 | 27
xor+xnor | 37 | 37
mux | 6 | 6
simple gates | 156 | 156
flops | 98 | 98
compound gates | 63 | 63
fa+ha+maj | 3 | 3
==> power by group through the flow <==
stage / Sequential (uW) / Clock (uW) / Combinational, uW
5_1_grt: 1440 / 1030 / 16.6
4_1_cts: 1440 / 969 / 13.7
6_report: 1440 / 920 / 13.2
==> cell type report <==
class,instances,area [um^2],share of cell area [%]
tap,99,123.9,2.875
sequential,98,2003,46.50
inverter,11,41.29,0.9585
multi-input combinational,292,1789,41.53
clock inverter,7,78.83,1.830
clock buffer,9,123.9,2.875
timing repair buffer,16,147.6,3.427
Power figures rest on the tool's default switching activity, not on a simulated workload.
